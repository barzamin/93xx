[design/flow/config.mk]
export PLATFORM = sky130hd
export DESIGN_NAME = SOFT_ACCESS
export DESIGN_NICKNAME = SOFT_ACCESS
export VERILOG_FILES = /design/flow/design.v
export SDC_FILE = /design/flow/constraint.sdc
export NUM_CORES = 4
export LEC_CHECK = 1
export CORE_AREA = 10 10 81 81
export DIE_AREA = 0 0 91 91
[design/flow/constraint.sdc]
current_design SOFT_ACCESS

set clk_period 2.2
set clk_io_pct 0.2

create_clock -name clk0 -period $clk_period [get_ports {clk}]

set non_clock_inputs [all_inputs -no_clocks]
set_input_delay [expr $clk_period * $clk_io_pct] -clock clk0 $non_clock_inputs
set_output_delay [expr $clk_period * $clk_io_pct] -clock clk0 [all_outputs]
[design/flow/design.v]
module SOFT_ACCESS (
  input wire clk,
  input wire oe,
  input wire SSER,
  input wire BA13,
  input wire BA12,
  input wire BA7,
  input wire BA6,
  input wire BA5,
  input wire BA4,
  input wire BR_W,
  output wire p12,
  output wire p13,
  output wire p14,
  output wire p15,
  output wire p16,
  output wire p17,
  output wire p18,
  output reg SDRD
);
  reg q1;
  always @(posedge clk)
    q1 <= ((~SSER & ~BA13 & q1 & BA12 & ~BA7 & q3 & ~BA6 & ~q4 & BA5 & ~q5 & ~BA4 & q6 & BR_W)
         | (~SSER & ~BA13 & q1 & BA12 & BA7 & q3 & ~BA6 & ~q4 & ~BA5 & q5 & ~BA4 & q6 & BR_W)
         | (~SSER & ~BA13 & q1 & BA12 & q2 & q4 & BR_W)
         | (~SSER & ~BA13 & q1 & BA12 & BA7 & q3 & ~BA6 & ~q4 & BA5 & q5 & ~BA4 & ~q6 & BR_W)
         | (~SSER & ~BA13 & BA12 & q2 & ~q3 & q4 & BR_W)
         | (~SSER & ~BA13 & q1 & BA12 & BA7 & q3 & ~BA6 & ~q4 & ~BA5 & ~q5 & BA4 & ~q6 & BR_W)
         | (~SSER & ~BA13 & BA12 & ~q2 & ~q4 & BR_W));
  assign p18 = ~oe ? ~q1 : 1'bz;
  reg q2;
  always @(posedge clk)
    q2 <= ((~SSER & ~BA13 & q1 & BA12 & ~BA7 & ~BA6 & ~q4 & BA5 & ~q5 & ~BA4 & q6 & BR_W)
         | (~SSER & ~BA13 & q1 & BA12 & ~q2 & ~q4 & BR_W)
         | (~SSER & ~BA13 & q1 & BA12 & BA7 & ~BA6 & ~q4 & ~BA5 & q5 & ~BA4 & q6 & BR_W)
         | (~SSER & ~BA13 & ~q1 & BA12 & q2 & ~q3 & BR_W)
         | (~SSER & ~BA13 & q1 & BA12 & BA7 & ~BA6 & ~q4 & BA5 & q5 & ~BA4 & ~q6 & BR_W)
         | (~SSER & ~BA13 & ~q1 & BA12 & q3 & q4 & BR_W)
         | (~SSER & ~BA13 & q1 & BA12 & BA7 & ~BA6 & ~q4 & ~BA5 & ~q5 & BA4 & ~q6 & BR_W)
         | (~SSER & ~BA13 & q1 & BA12 & ~q3 & ~q4 & BR_W));
  assign p17 = ~oe ? ~q2 : 1'bz;
  reg q3;
  always @(posedge clk)
    q3 <= ((~SSER & ~BA13 & BA12 & ~BA7 & q3 & ~BA6 & ~q4 & BA5 & ~q5 & ~BA4 & q6 & BR_W)
         | (~SSER & ~BA13 & BA12 & BA7 & q3 & ~BA6 & ~q4 & ~BA5 & q5 & ~BA4 & q6 & BR_W)
         | (~SSER & ~BA13 & BA12 & BA7 & q3 & ~BA6 & ~q4 & BA5 & q5 & ~BA4 & ~q6 & BR_W)
         | (~SSER & ~BA13 & q1 & BA12 & q3 & q4 & BR_W)
         | (~SSER & ~BA13 & BA12 & BA7 & q3 & ~BA6 & ~q4 & ~BA5 & ~q5 & BA4 & ~q6 & BR_W)
         | (~SSER & ~BA13 & BA12 & ~q2 & q3 & BR_W)
         | (~SSER & ~BA13 & ~q1 & BA12 & q2 & ~q4 & BR_W));
  assign p16 = ~oe ? ~q3 : 1'bz;
  reg q4;
  always @(posedge clk)
    q4 <= ((~SSER & ~BA13 & BA12 & q2 & q4 & BR_W)
         | (~SSER & ~BA13 & q1 & BA12 & q2 & ~BA7 & q3 & ~BA6 & BA5 & ~q5 & ~BA4 & q6 & BR_W)
         | (~SSER & ~BA13 & q1 & BA12 & q2 & BA7 & q3 & ~BA6 & ~BA5 & q5 & ~BA4 & q6 & BR_W)
         | (~SSER & ~BA13 & q1 & BA12 & q4 & BR_W)
         | (~SSER & ~BA13 & q1 & BA12 & q2 & BA7 & q3 & ~BA6 & BA5 & q5 & ~BA4 & ~q6 & BR_W)
         | (~SSER & ~BA13 & BA12 & q3 & q4 & BR_W)
         | (~SSER & ~BA13 & q1 & BA12 & q2 & BA7 & q3 & ~BA6 & ~BA5 & ~q5 & BA4 & ~q6 & BR_W));
  assign p15 = ~oe ? ~q4 : 1'bz;
  reg q5;
  always @(posedge clk)
    q5 <= ((~SSER & ~BA13 & BA12 & BA7 & ~BA6 & ~q4 & ~BA5 & q5 & ~BA4 & q6 & BR_W)
         | (~SSER & ~BA13 & BA12 & ~BA7 & BA6 & q4 & ~BA5 & q5 & BA4 & ~q6 & BR_W)
         | (~SSER & ~BA13 & q1 & BA12 & q4 & q5 & BR_W)
         | (~SSER & ~BA13 & ~q1 & BA12 & q2 & q5 & BR_W)
         | (~SSER & ~BA13 & BA12 & ~q2 & q3 & q5 & BR_W)
         | (~SSER & ~BA13 & BA12 & BA7 & ~BA6 & ~q4 & BA5 & q5 & ~BA4 & ~q6 & BR_W)
         | (~SSER & ~BA13 & BA12 & ~q3 & ~q4 & q5 & BR_W)
         | (~SSER & ~BA13 & ~q1 & BA12 & ~q2 & ~BA7 & ~q3 & ~BA6 & q4 & BA5 & ~q5 & BA4 & ~q6 & BR_W));
  assign p14 = ~oe ? ~q5 : 1'bz;
  reg q6;
  always @(posedge clk)
    q6 <= ((~SSER & ~BA13 & BA12 & ~BA7 & ~BA6 & ~q4 & BA5 & ~q5 & ~BA4 & q6 & BR_W)
         | (~SSER & ~BA13 & BA12 & BA7 & BA6 & q4 & ~BA5 & q5 & ~BA4 & q6 & BR_W)
         | (~SSER & ~BA13 & q1 & BA12 & q4 & q6 & BR_W)
         | (~SSER & ~BA13 & ~q1 & BA12 & q2 & q6 & BR_W)
         | (~SSER & ~BA13 & BA12 & ~q2 & q3 & q6 & BR_W)
         | (~SSER & ~BA13 & BA12 & BA7 & ~BA6 & ~q4 & ~BA5 & q5 & ~BA4 & q6 & BR_W)
         | (~SSER & ~BA13 & BA12 & ~q3 & ~q4 & q6 & BR_W)
         | (~SSER & ~BA13 & ~q1 & BA12 & ~q2 & ~BA7 & ~q3 & BA6 & q4 & ~BA5 & q5 & BA4 & ~q6 & BR_W));
  assign p13 = ~oe ? ~q6 : 1'bz;
  always @(*) begin
    if      (~SSER & ~BA13 & BA12 & ~q3 & BR_W)  
      SDRD = ((~q1 & ~q4 & q6)
            | (q1  & q4  & q6)
            | (q1  & ~q4 & ~q6)
            | (~q1 & q4  & ~q6));
    else if (~SSER & ~BA13 & BA12 & q3 & BR_W)   
      SDRD = ((~q1 & ~q4 & q6)
            | (q1  & q4  & q6)
            | (q1  & ~q4 & ~q6)
            | (~q1 & q4  & ~q6));
    else  
      SDRD = 1'bz;
  end
endmodule
[design/flow/run.sh]
#!/bin/bash
# OpenROAD 26Q1-2900-gdf79404cd8, Yosys 0.63+post, stock flow scripts
make -C /OpenROAD-flow-scripts/flow DESIGN_CONFIG=/design/flow/config.mk WORK_HOME=/design/flow/orfs finish
==> results.txt <==
Status of the implementation.

- The run finished with clean final reports.
- For reference, the clock transition at the flip-flops on the worst setup and hold paths is 40 ps.
- The synthesized cell area is 508 um^2, for reference.
- The global-route wire length before repair is 2.43 mm, for reference.
- In this run the critical register-to-register path is captured at q4.
- The starting density of the core is 10.5%, for reference.
- The pre-antenna-repair detailed-routing pass consisted of 4 iterations.
- The total via count in the routed design is 538, for reference.
- The detail route stage leaves a number of antenna-violating nets equal to 0.
- Per the layout report, the design carries 563 filler cells.
- Counting along the longest clock path gives a buffer depth of 2.
- Per the post-synthesis stats, the area per cell is 8.19 um^2.
- The final layout reports a setup TNS of 0 ps.
- The vertical extent of the die is 91 um, for reference.
- The half-perimeter wire length after placement is 1.18 mm, for reference.
- The critical path endpoint category is a primary output, for reference.
- The global routing usage summed across all routing layers is 3.36%, for reference.
- Hold analysis lists the worst path endpoint as q1.
- Per the finish-stage timing summary, setup violations number 0.
- Setup repair after global routing left no endpoint under its margin.
- The count of antenna diodes in the layout is 0, for reference.
- The power density relative to cell area is 405 nW/um^2, for reference.
- The post-CTS hold buffer count recorded in the log is 0.
- The finished layout cell area is 787 um^2, for reference.
- The number of cells on the worst hold path is 2, for reference.
- The die covers 8280 um^2.
- In the Yosys stats the netlist draws on 34 distinct library cells.
- The clock tree skew after final layout is 1.51 ps, for reference.
- The area share of the leading cell type in the synthesized netlist is 23.6%, for reference.
- After the first detailed-routing iteration, the DRC count stood at 11.
- Cells fill 16.3% of the core in the end.
- Across all register-to-register paths, the minimum setup slack is 770 ps.
- The area inside the core boundary is 4820 um^2, for reference.
- The largest area contributor in the netlist is dfxtp_1, for reference.
- Entering global routing, the biggest net connects 10 pins.
- The worst setup path is launched from a flop.
- The last weighted congestion value of the routability-driven placer is 0.819, for reference.
- The sum of routed wire length over all layers is 1.44 mm, for reference.
- The final critical path time including I/O delays and setup is 1960 ps, for reference.
- The tally of yosys warning messages is 9, for reference.
- The DRC violations left is 0, for reference.
- Ranking logic cells in the layout by count gives the top entries clkdlybuf4s50_1 (15), inv_1 (6), dfxtp_1 (6).
- The number of max-cap violations is 0, for reference.
- The gate count after technology mapping is 62, for reference.
- Across the whole layout, storage elements account for 120 um^2.
- Prior to clock tree synthesis, the placed netlist has a worst setup slack of 232 ps.
- The post-placement cell area is 746 um^2, for reference.
- Ranked by total cell area, the synthesized netlist is headed by dfxtp_1 (24%), xnor2_1 (6.9%), inv_1 (4.4%).
- Of the cells placed in the final design, the portion with a size suffix greater than 1 is 12.3%.
- Note that the worst hold path type here is reg2reg.
- The initial antenna violation count is 0, for reference.
- For this run, the detailed router reports a per-instance via density of 3.64.
- The most frequently placed logic cell in the final layout is clkdlybuf4s50_1, for reference.
- For this design the top-level I/O count stands at 18.
- Yosys stat counts 62 cells in the synthesized netlist.
- The count of non-filler cells in the finished layout is 148, for reference.
- For this sky-water flow run, the detailed-routed wirelength per cell is reported as 9.75 um.
- The buffers inserted during post-CTS setup optimization is 0, for reference.
- Sequential elements use 23.6% of the synthesized area.
- Of all flip-flops after synthesis, the portion carrying an async set or reset was 0%.
- Counting flops with a built-in enable in the synthesized netlist gives 0.
- The final clock period utilization by the worst path is 89.2%, for reference.
- The clock net sink count is 6, for reference.
- Per the synth log, the flip-flop and latch total comes to 6.
- The number of placed cells counting well taps is 145, for reference.
- The category of the most critical setup path is reg2out, for reference.
- The TritonCTS clock tree is built, for reference.
- The overflow left after global routing is 0, for reference.
- The number of warnings in the stage logs is 26, for reference.
- The via count of the first global-routing pass is 566.
- Of all nets on the critical path, the largest fanout is 9.
- The setup slack after layout is 238 ps, for reference.
- For this run, the chip area from Yosys synthesis comes to 508 um^2.
- Looking at the clock tree report, the root buffer type is clkbuf_8.
- The count of endpoints failing hold in the final timing report is 0, for reference.
- Per the layout area report, the combinational gate area comes to 343 um^2.
- The number of clock buffers added by TritonCTS is 3.
- The number of slew-limit violations in the final report is 0, for reference.
- The analysis reports a worst IR drop on VDD of 213 uV.
- The highest clock rate this design can be run at is 510 MHz.
- The leakage power is 0.237 nW, for reference.
- The floorplan has 25 rows.
- For the worst setup path, the data arrival time is 1520 ps.
- The startpoint of the most critical register-to-register path is q6, for reference.
- The depth of the worst register-to-register path is 4, for reference.
- The number of resized instances in the post-cts repair step is 0, for reference.
- The origin of the worst min-delay path is q3, for reference.
- STA puts the critical path data required time at 1760 ps.
- Per the CTS log, the maximum H-tree level is 1.
- The flow measured a signed area growth from synthesis to layout of 54.9%.
- The die is 91 um wide.
- The tally of buffers added on design ports is 15, for reference.
- The clock latency reported for the late side of the worst-skew pair is 220 ps, for reference.
- The most used flip-flop cell is dfxtp_1, for reference.
-- state kept, by name, indices dropped and copies added (netlist names) --
name / cells
q6: 1
q3: 1
q4: 1
q1: 1
q2: 1
q5: 1
-- report_power, final --
part	internal (W)	total [W]	switching, W
clock	0.000117	0.000163	0.0000455
sequential	0.000110	0.000111	0.00000107
combinational	0.0000269	0.0000450	0.0000181
total	0.000254	0.000319	0.0000647
-- cell usage after synthesis, types with 2 or more instances --
cell,instances
nand3_1,2
o22ai_1,3
xnor2_1,4
nor4bb_1,2
dfxtp_1,6
nand4b_1,2
o21ai_0,2
nand2_1,2
nand4_1,2
o21a_1,2
nor2_1,3
nand3b_1,2
inv_1,6
a21oi_1,4
-- worst max-delay path by stage --
stage     from    to  slack (ps)  cells after the start
4_1_cts     q4  SDRD         210                      3
5_1_grt     q4  SDRD         150                      3
6_report    q4  SDRD         240                      3
-- stage by stage --
step	power, W	hold WS, ps
floorplan	0.000131	502
finish	0.000319	568
global placement	0.000158	551
global route	0.000333	597
detailed placement	0.000158	557
CTS	0.000322	563
-- routing by layer --
metal	wire, um	global-route usage [%]
met4	16	0.522
met3	71	1.08
met1	623	3.91
met2	732	5.97
met5	0	0
-- critical path, cell delays in order (launching register included) --
cell and delay, ps:
dfxtp_1 480, xnor2_1 170, xnor2_1 130, clkdlybuf4s50_1 510
-- cells by family after synthesis --
family	share of synthesized area, %
DFF	23.6
and+or+nand+nor	30.5
buffers and inverters	8.87
xor gates and xnor gates	6.90
other	0.738
AOI/OAI and AO/OA	27.3
muxes	1.97
-- layout make-up --
| type | count | share of cell area, % |
|---|---|---|
| clock buffer | 3 | 5.25 |
| inverter | 7 | 3.34 |
| multi-input combinational | 47 | 43.6 |
| sequential | 6 | 15.3 |
| tap | 67 | 10.7 |
| timing repair buffer | 18 | 21.9 |
No activity file was given, so power comes from the tool's default toggle rates.
